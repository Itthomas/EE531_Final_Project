==> flow/design.v <==
module lif_neuron_fixed #(
    parameter int I_WIDTH      = 16,
    parameter int I_FRAC_WIDTH = 8,
    parameter int WIDTH        = 16,
    parameter int FRAC_WIDTH   = 8
)(
    input  logic                      clk,
    input  logic                      rst_n,
    input  logic                      en,
    input  logic signed [I_WIDTH-1:0] input_current,
    output logic                      spike
);
    localparam int DECAY_WIDTH = WIDTH + 10;
    localparam int ACCUM_WIDTH = DECAY_WIDTH + 1;
    typedef logic signed [WIDTH-1:0]       state_t;
    typedef logic signed [ACCUM_WIDTH-1:0] accum_t;
    typedef logic signed [DECAY_WIDTH-1:0] decay_t;
    localparam state_t V_RESET = state_t'($signed({1'b1, {(WIDTH-1){1'b0}}}) >>> 1);  
    localparam state_t MAX_VAL = {1'b0, {(WIDTH-1){1'b1}}};
    localparam state_t MIN_VAL = {1'b1, {(WIDTH-1){1'b0}}};
    state_t v_reg, v_next;
    logic   spike_next;
    accum_t term_decay, term_input, v_next_pre;
    decay_t decay_x512, decay_x2, decay_x510;
    always_comb begin
        decay_x512 = decay_t'($signed(v_reg)) <<< 9;
        decay_x2   = decay_t'($signed(v_reg)) <<< 1;
        decay_x510 = decay_x512 - decay_x2;
        term_decay = accum_t'(decay_x510 >>> 9);
        term_input = accum_t'($signed(input_current)) <<< (FRAC_WIDTH - I_FRAC_WIDTH);
        v_next_pre = term_decay + term_input;
        if (v_next_pre >= accum_t'(MAX_VAL)) begin
            v_next     = V_RESET;
            spike_next = 1'b1;
        end else if (v_next_pre <= accum_t'(MIN_VAL)) begin
            v_next     = MIN_VAL;
            spike_next = 1'b0;
        end else begin
            v_next     = state_t'(v_next_pre[WIDTH-1:0]);
            spike_next = 1'b0;
        end
    end
    always_ff @(posedge clk or negedge rst_n) begin
        if (!rst_n) begin
            v_reg <= '0;
            spike <= 1'b0;
        end else if (en) begin
            v_reg <= v_next;
            spike <= spike_next;
        end
    end
endmodule
==> flow/run.sh <==
#!/bin/bash
# OpenROAD 26Q1-2900-gdf79404cd8, Yosys 0.63+post, stock flow scripts
make -C /OpenROAD-flow-scripts/flow DESIGN_CONFIG=/design/flow/config.mk WORK_HOME=/design/flow/orfs finish
==> flow/config.mk <==
export PLATFORM = sky130hd
export DESIGN_NAME = lif_neuron_fixed
export DESIGN_NICKNAME = lif_neuron_fixed
export VERILOG_FILES = /design/flow/design.v
export SDC_FILE = /design/flow/constraint.sdc
export NUM_CORES = 4
export LEC_CHECK = 1
export CORE_UTILIZATION = 30
==> flow/constraint.sdc <==
current_design lif_neuron_fixed

set clk_period 11.5
set clk_io_pct 0.2

create_clock -name clk0 -period $clk_period [get_ports {clk}]

set non_clock_inputs [all_inputs -no_clocks]
set_input_delay [expr $clk_period * $clk_io_pct] -clock clk0 $non_clock_inputs
set_output_delay [expr $clk_period * $clk_io_pct] -clock clk0 [all_outputs]
==> results.txt <==
The implementation run finished. The flow ran to the end, and the final reports show no timing, DRC or antenna violations. Standard cell core area landed at 8180 sq um. Per the detail_route report, the via count comes to 2311.

Fraction of registers with async set or reset after synthesis landed at 100%. As reported, the later end of the worst-skew pair has a clock insertion delay of 0.25 ns. Average cell area after synthesis landed at 8.33 sq um. The kind of cell with the highest combined delay along the critical path is AND-OR/OR-AND gates.

TritonRoute output was used to compute an average wire per cell of 14.5 microns. Per the CTS log, the root buffer master is sky130_fd_sc_hd__clkbuf_8. Clock skew on the completed layout was measured at 0.00146 ns. For this run, the leading register cell type out of synthesis is sky130_fd_sc_hd__dfrtp_1. Along the critical path, the tally of buffer and inverter instances is 1. Count of nets left with antenna violations after detail routing landed at 0. In the log, the iteration count for the first detailed-route pass is 4.

Detailed route wirelength on metal3 landed at 287 microns. Reported max-cap violation count landed at 0. Met2 wire length landed at 2780 microns. In the synthesized netlist, the number of instances is 304. Overall routed net length landed at 6130 microns.

0 antenna diodes ended up in the layout. Among all stages on the critical path, the largest delay is contributed by sky130_fd_sc_hd__a22oi_4. Yosys chip area landed at 2530 sq um.

Starting density of the core landed at 31.0%. Derived from the worst setup path, the maximum achievable clock frequency is 0.182 GHz. Clock-pin slew of the registers on the worst-case setup and hold paths landed at 0.06 ns. The timing report shows the most common cell along the critical path to be sky130_fd_sc_hd__a211oi_2. Number of warning messages in the logs landed at 25. The worst setup path is captured at a flop.

The final max-slew violation count recorded for this run is 0. The commonest cells after synthesis are sky130_fd_sc_hd__ha_1 (32), sky130_fd_sc_hd__inv_1 (28), sky130_fd_sc_hd__a21oi_1 (24), sky130_fd_sc_hd__nand2_1 (21), sky130_fd_sc_hd__nor2_1 (21). Number of design rule violations left after detail routing landed at 0. Sorting the synthesized cells by area gives the leading types as sky130_fd_sc_hd__dfrtp_1 (17%), sky130_fd_sc_hd__ha_1 (16%), sky130_fd_sc_hd__a21oi_1 (4.7%).

In the final timing run, aggregate negative setup slack is 0 ns. Sorting the synthesis cell report by count puts at the top sky130_fd_sc_hd__ha_1. Number of flip-flops under the largest register name landed at 16.

TritonCTS built the clock tree. First-pass GRT wire length landed at 10300 microns. Post-detailed-route via-to-cell ratio landed at 5.45.

Global route total overflow landed at 0. The last timing report of the flow puts the setup violation total at 0. Number of setup buffers added after CTS landed at 0. Count of instantiated cells in the yosys netlist landed at 304. Entering global routing, the biggest net connects 21 pins. Layout overhead on the synthesized area landed at 12.2%. CTS reports a maximum clock tree buffer depth of 2. Routed metal-1 wire length landed at 3050 microns. The via count of the first global-routing pass was 2180. Total die size landed at 8810 sq um. The highest layer touched by signal routing is met4.

Placed wire-length estimate after detailed placement landed at 5020 microns. Count of state elements after synthesis landed at 17. On the final layout, the worst hold slack is 0.535 ns.

Data required time of the critical path landed at 11.60 ns. Number of primary I/O pins landed at 20. The count of buffers added on input and output ports is 19.

Counting endpoints that fail hold in the final report gives 0. After the flow finishes, the layout carries non-filler instances totaling 424. CTS buffer count landed at 3. Setup repair after global routing left no endpoint under its margin.

Placer's final routability congestion estimate landed at 0.862. Across all checked pins, the minimum headroom to the slew limit is 48.7%. At the worst endpoint, the arrival time is 5.61 ns.

The largest total area in the synthesized netlist belongs to sky130_fd_sc_hd__dfrtp_1. Die outline width landed at 93.9 microns. The worst setup path is launched from an input port. The vertical die dimension reported for this design is 93.9 microns. The transition time recorded at the tightest slew-check pin is 0.768 ns. The worst path in the final design needs a cycle of 5.51 ns, including I/O delays and setup. The area fraction of the largest cell type after synthesis is 16.8%.

Clock sink count landed at 17. Peak fanout along the critical path landed at 14. The initial antenna violation count was 0.

Part of the Yosys area used for sequential elements landed at 16.8%. Initial detailed-routing violation count landed at 91. In this run, distinct cell masters in the synthesized netlist total 60. Warnings reported by Yosys during synthesis add up to 1. Placed instance count landed at 420. Looking at the clock tree report, the H-tree level count equals 1. Fraction of final layout cells sized beyond drive strength 1 landed at 8.46%. Global router's overall resource usage landed at 14.7%. Traced cell by cell, the critical path runs through clkdlybuf4s50_1 > ha_1 > fa_1 > a211oi_2 > o21ai_2 > nand3_1 > mux2_2 > a2111oi_2 > a211oi_2 > a22oi_4 > o22ai_1. The tightest min-delay check is of the reg2reg type. Highest cell delay on the worst timing path landed at 0.54 ns. Counting flops with a built-in enable in the synthesized netlist gives 0. Number of hold buffers added after CTS landed at 0. Post-route fraction of the period consumed by the critical path landed at 47.9%. Gates resized during post-CTS repair numbered 0.

Before any placement, the netlist area is recorded as 2530 sq um. Number of cell rows landed at 33. The critical path is of the in2reg type.
final timing paths:
kind | from | endpoint | depth (start not counted) | slack, ns
max reg2reg | v_reg[11]$_DFFE_PN0P_ | v_reg[1]$_DFFE_PN0P_ | 19 | 6.62
max in group asynchronous | rst_n | spike$_DFFE_PN0P_ | 1 | 8.52
min in group asynchronous | rst_n | v_reg[1]$_DFFE_PN0P_ | 1 | 2.50
min reg2reg | v_reg[15]$_DFFE_PN0P_ | v_reg[15]$_DFFE_PN0P_ | 2 | 0.53
min | v_reg[15]$_DFFE_PN0P_ | v_reg[15]$_DFFE_PN0P_ | 2 | 0.53
max | input_current[0] | v_reg[1]$_DFFE_PN0P_ | 11 | 5.99
cells by family after synthesis:
| family | Yosys count | share of synthesized area [%] |
|---|---|---|
| buffers and inverters | 37 | 6.72 |
| xor gates and xnor gates | 14 | 4.84 |
| adders and majority gates | 33 | 16.6 |
| DFF | 17 | 16.8 |
| and+or+nand+nor | 89 | 17.7 |
| muxes | 3 | 1.28 |
| AOI/OAI and AO/OA | 111 | 36.0 |
per-stage QoR:
step	setup slack [ns]	cell area, sq um	util (%)
5_1_grt	5.82	2840	34.8
3_5_place_dp	5.74	2800	34.2
4_1_cts	6.00	2840	34.8
2_1_floorplan	6.61	2530	-
3_3_place_gp	5.76	2800	34.2
6_report	5.99	2840	34.8
final cells by class:
cell class                 count  area, sq um
inverter                      28          105
tap                          105          131
sequential                    17          425
fill                         849         5330
multi-input combinational    250         1940
clock buffer                   4         45.0
timing repair buffer          20          198
layout by cell type (no fill, tap or decap), drive strengths merged, types with 5 or more instances in the layout:
cell,instances
nand3,9
nor2,21
a21oi,24
a21o,10
nand4,5
inv,28
o21ai,14
o22ai,15
clkdlybuf4s50,19
o21a,7
dfrtp,17
nor3,9
a211oi,7
xor2,5
nand2,21
ha,32
xnor2,9
worst min-delay path, stage by stage, from the launching register on:
cell	delay, ns
sky130_fd_sc_hd__dfrtp_1	0.34
sky130_fd_sc_hd__nor2_1	0.05
sky130_fd_sc_hd__a21oi_1	0.10
metal layers:
metal  vias to the layer above  track usage [%]
li1                       1200                -
met4                         0            0.641
met3                         2             2.39
met5                         -                0
met2                        32             23.7
met1                      1077             21.8
