==> design/flow/design.v <==
module lif_neuron #(
    parameter int I_WIDTH      = 16,
    parameter int I_FRAC_WIDTH = 8,
    parameter int WIDTH        = 16,
    parameter int FRAC_WIDTH   = 8,
    parameter logic signed [WIDTH-1:0] A_OPT   = 232,     
    parameter logic signed [WIDTH-1:0] B_OPT   = 256,     
    parameter logic signed [WIDTH-1:0] V_RESET = -20480   
)(
    input  logic                      clk,
    input  logic                      rst_n,
    input  logic signed [I_WIDTH-1:0] input_current,
    output logic                      spike
);
    localparam int MULT_WIDTH  = 2 * WIDTH;
    localparam int ACCUM_WIDTH = MULT_WIDTH + 2;
    typedef logic signed [WIDTH-1:0]       state_t;
    typedef logic signed [MULT_WIDTH-1:0]  mult_t;
    typedef logic signed [ACCUM_WIDTH-1:0] accum_t;
    localparam state_t MAX_VAL = {1'b0, {(WIDTH-1){1'b1}}};
    localparam state_t MIN_VAL = {1'b1, {(WIDTH-1){1'b0}}};
    state_t v_reg, v_next;
    logic   spike_next;
    mult_t  prod_decay, prod_input;
    accum_t term_decay, term_input, v_next_pre;
    always_comb begin
        prod_decay = $signed(v_reg) * $signed(A_OPT);
        term_decay = accum_t'(prod_decay >>> FRAC_WIDTH);
        prod_input = $signed(B_OPT) * $signed(input_current);
        term_input = accum_t'(prod_input >>> I_FRAC_WIDTH);
        v_next_pre = term_decay + term_input;
        if (v_next_pre >= accum_t'(MAX_VAL)) begin
            v_next     = V_RESET;
            spike_next = 1'b1;
        end else if (v_next_pre <= accum_t'(MIN_VAL)) begin
            v_next     = MIN_VAL;
            spike_next = 1'b0;
        end else begin
            v_next     = state_t'(v_next_pre[WIDTH-1:0]);
            spike_next = 1'b0;
        end
    end
    always_ff @(posedge clk or negedge rst_n) begin
        if (!rst_n) begin
            v_reg <= '0;
            spike <= 1'b0;
        end else begin
            v_reg <= v_next;
            spike <= spike_next;
        end
    end
endmodule
==> design/flow/run.sh <==
#!/bin/bash
# OpenROAD 26Q1-2900-gdf79404cd8, Yosys 0.63+post, stock flow scripts
make -C /OpenROAD-flow-scripts/flow DESIGN_CONFIG=/design/flow/config.mk WORK_HOME=/design/flow/orfs finish
==> design/flow/config.mk <==
export PLATFORM = sky130hd
export DESIGN_NAME = lif_neuron
export DESIGN_NICKNAME = lif_neuron
export VERILOG_FILES = /design/flow/design.v
export SDC_FILE = /design/flow/constraint.sdc
export NUM_CORES = 4
export LEC_CHECK = 1
export CORE_UTILIZATION = 30
==> design/flow/constraint.sdc <==
current_design lif_neuron

set clk_period 17.5
set clk_io_pct 0.2

create_clock -name clk0 -period $clk_period [get_ports {clk}]

set non_clock_inputs [all_inputs -no_clocks]
set_input_delay [expr $clk_period * $clk_io_pct] -clock clk0 $non_clock_inputs
set_output_delay [expr $clk_period * $clk_io_pct] -clock clk0 [all_outputs]
==> impl_metrics.json <==
{
  "outcome": "finished clean",
  "clock-sinks": 17,
  "drt-vias-per-instance": 5.06,
  "grt_first_pass_wirelength_um": 15000,
  "wire_length_per_cell_um": 13.0,
  "crit_chain": "clkdlybuf4s50_1 > ha_1 > inv_1 > fa_1 > nor2b_1 > o22ai_1 > xor2_1 > or4_1 > nor4b_1 > and4_4 > o32ai_1",
  "cts_setup_buffers": 0,
  "finalSetupViolCount": 0,
  "fillCellCount": 1297,
  "ys_seq_share_pct": 10.7,
  "rsz0062_at_grt": "false",
  "row_count": 41,
  "synth-edff-count": 0,
  "hp_class": "flip-flop to flip-flop",
  "layout.area.comb_um2": 3130,
  "dieWidth_um": 117,
  "setup.worst_path.start_class": "primary input",
  "crit_path_max_fanout": 13,
  "path_clk_slew_ns": 0.05,
  "detailed_route_wl_um": 8430,
  "setup.worst_path.class": "primary input to flip-flop",
  "port_buffers": 18,
  "timing.final.crit_share_pct": 36.6,
  "cts_buffers": 3,
  "synth.top_cell.area_share_pct": 20.2,
  "worst_setup_path_end_kind": "flip-flop",
  "worstPathRequired_ns": 17.60,
  "final_layout_size_suffix_gt1_share_pct": 5.24,
  "post_synth_most_frequent_cells": "sky130_fd_sc_hd__inv_1, sky130_fd_sc_hd__ha_1, sky130_fd_sc_hd__fa_1",
  "openroad.warnings": 27,
  "cts.htree.levels": 1,
  "final_max_slew_viol_count": 0,
  "first_pass_iters": 5,
  "vertical_die_dimension_um": 117,
  "ant_nets": 0,
  "floorplan_utilization_pct": 31.1,
  "number_of_global_route_vias_before_repair": 3112,
  "groute.usage.overall_pct": 13.9,
  "post-route-drc-count": 0,
  "syn-cell-area_um2": 3970,
  "yosysMostFrequentCell": "sky130_fd_sc_hd__inv_1",
  "finalSetupTns_ns": 0,
  "syn-mean-instance-area_um2": 8.50,
  "ys_top_cells_by_area": "sky130_fd_sc_hd__ha_1, sky130_fd_sc_hd__fa_1, sky130_fd_sc_hd__dfrtp_1, sky130_fd_sc_hd__inv_1, sky130_fd_sc_hd__o41ai_2",
  "largest_register_ff_count": 16,
  "worst_pin_slew_ns": 0.829,
  "fin_area_um2": 4380,
  "global_route.overflow_total": 0,
  "antenna_cells_inserted": 0,
  "pin_count": 19,
  "synth-warning-count": 1,
  "finalClockSkew_ns": 0.00136,
  "flow.area_growth_from_synthesis_pct": 10.4,
  "tritoncts": "done",
  "worst_slew_margin_rel_pct": 44.6,
  "post_synth_num_cell_types": 66,
  "insertion_delay_ns": 0.24,
  "place_hpwl_um": 7150,
  "crit_arrival_ns": 6.50,
  "max_freq_mhz": 156,
  "ys.flops": 17,
  "post_dp_cell_area_um2": 4300,
  "yosys.stat.chipArea_um2": 3970,
  "post-synth-top-area-cell": "sky130_fd_sc_hd__ha_1",
  "asyncSetResetFlopFracSynth_pct": 100,
  "worst_path_largest_cell_delay_ns": 0.46,
  "finalWorstPathRequiredPeriod_ns": 6.40,
  "dr_total_vias": 3283,
  "antenna_violations_before_repair": 0,
  "timing_hold_violations_final": 0,
  "final_weighted_congestion_in_routability_driven_placement": 0.884,
  "final-seq-area_um2": 425,
  "dominant_register_cell": "sky130_fd_sc_hd__dfrtp_1",
  "timing.critical_path.slowest_stage_cell": "sky130_fd_sc_hd__clkdlybuf4s50_1",
  "cts-root-buf": "sky130_fd_sc_hd__clkbuf_16",
  "post_cts_resized": 0,
  "post_synth_inst_count": 467,
  "core-area_um2": 12800,
  "max_cap_violations": 0,
  "detailedRoute.firstIterationViolations": 152,
  "synth-cells-yosys": 467,
  "chipArea_um2": 13700,
  "cts.path.max_buffers": 2,
  "largest_net_degree_at_the_start_of_global_routing": 18,
  "cts.hold.buffers_added": 0
}
## stage by stage
step,std cells,hold slack (ns),worst slack [ns],utilization [%]
CTS,649,1.24,11.07,34.3
floorplan,467,1.10,11.57,-
global route,649,1.35,10.64,34.3
finish,649,1.25,11.10,34.3
global placement,645,1.21,10.91,33.7
detailed placement,645,1.22,10.84,33.7
## layer usage
layer	wire length, µm	vias up	track usage, %
met3	147	6	0.577
met5	0	-	0
li1	-	1675	-
met4	81	0	1.27
met1	4420	1552	23.0
met2	3780	50	21.3
## final cells by class
type | count | area share, %
Clock buffer | 3 | 1.71
Timing Repair Buffer | 20 | 4.45
Tap cell | 172 | 4.91
Clock inverter | 1 | 0.114
Sequential cell | 17 | 9.70
Multi-Input combinational cell | 345 | 71.3
Inverter | 91 | 7.79
## cell families (layout without fill, tap and decap cells)
family | after synthesis | after routing | share of synthesized area, %
AND-OR/OR-AND | 118 | 118 | 23.6
adder cells (fa/ha/maj) | 95 | 95 | 35.8
buffers and inverters | 105 | 115 | 10.6
XOR/XNOR | 19 | 19 | 4.19
AND/OR/NAND/NOR | 113 | 113 | 15.2
flip-flops | 17 | 17 | 10.7
## placed cells by master, fill, tap and decap left out, types with 9 or more instances in the layout
cell	instances
sky130_fd_sc_hd__nand2_1	19
sky130_fd_sc_hd__clkdlybuf4s50_1	18
sky130_fd_sc_hd__a21oi_1	25
sky130_fd_sc_hd__xnor2_1	10
sky130_fd_sc_hd__nor2_1	24
sky130_fd_sc_hd__nor3_1	13
sky130_fd_sc_hd__nand3_1	15
sky130_fd_sc_hd__ha_1	64
sky130_fd_sc_hd__fa_1	31
sky130_fd_sc_hd__a21o_1	10
sky130_fd_sc_hd__dfrtp_1	17
sky130_fd_sc_hd__o21ai_0	12
sky130_fd_sc_hd__xor2_1	9
sky130_fd_sc_hd__inv_1	91
## final timing paths
path / cells after the start / from / to / slack [ns]
max: 11 / input_current[0] / v_reg[11]$_DFF_PN0_ / 11.10
min: 5 / v_reg[0]$_DFF_PN0_ / v_reg[0]$_DFF_PN0_ / 1.25
max reg2reg: 21 / v_reg[2]$_DFF_PN0_ / v_reg[5]$_DFF_PN0_ / 11.17
min reg2reg: 5 / v_reg[0]$_DFF_PN0_ / v_reg[0]$_DFF_PN0_ / 1.25
max in group asynchronous: 1 / rst_n / v_reg[13]$_DFF_PN0_ / 13.33
min in group asynchronous: 1 / rst_n / v_reg[0]$_DFF_PN0_ / 3.70
## worst max-delay path: cells and delay by family
kind	cells	cell delay, ns
adders and majority gates	2	0.57
AOI/OAI and AO/OA	2	0.26
buffers and inverters	2	0.52
xor gates and xnor gates	1	0.18
and+or+nand+nor	4	1.46
