## ./run.sh

```bash
#!/bin/bash
# OpenROAD 26Q1-2900-gdf79404cd8, Yosys 0.63+post, stock flow scripts
make -C /OpenROAD-flow-scripts/flow DESIGN_CONFIG=/design/flow/config.mk WORK_HOME=/design/flow/orfs finish
```

## ./config.mk

```make
export PLATFORM = sky130hd
export DESIGN_NAME = output_decoder
export DESIGN_NICKNAME = output_decoder
export VERILOG_FILES = /design/flow/design.v
export SDC_FILE = /design/flow/constraint.sdc
export NUM_CORES = 4
export LEC_CHECK = 1
export CORE_UTILIZATION = 50
```

## ./constraint.sdc

```tcl
current_design output_decoder

set clk_period 16.3
set clk_io_pct 0.2

create_clock -name clk0 -period $clk_period [get_ports {clk}]

set non_clock_inputs [all_inputs -no_clocks]
set_input_delay [expr $clk_period * $clk_io_pct] -clock clk0 $non_clock_inputs
set_output_delay [expr $clk_period * $clk_io_pct] -clock clk0 [all_outputs]
```

## ./design.v

```verilog
`timescale 1ns / 1ps
module lpf_unit #(
    parameter int WIDTH = 16,
    parameter int FRAC_WIDTH = 8
)(
    input logic clk,
    input logic rst_n,
    input logic spike_in,
    output logic signed [WIDTH-1:0] y_out
);
    typedef logic signed [WIDTH+10-1:0] decay_t;
    typedef logic signed [(2*WIDTH)+2-1:0] accum_t; 
    logic [WIDTH-1:0] y_reg;
    logic [WIDTH-1:0] y_next;
    decay_t decay_x512, decay_x2, decay_x510;
    accum_t term_decay, term_input, y_next_pre;
    localparam logic [WIDTH-1:0] MAX_VAL = {1'b0, {(WIDTH-1){1'b1}}};
    localparam logic [WIDTH-1:0] MIN_VAL = '0;
    always_comb begin
        decay_x512 = decay_t'($signed(y_reg)) <<< 9;
        decay_x2   = decay_t'($signed(y_reg)) <<< 1;
        decay_x510 = decay_x512 - decay_x2;
        term_decay = accum_t'(decay_x510 >>> 9);
        term_input = spike_in ? (accum_t'(1) << FRAC_WIDTH) : '0;
        y_next_pre = term_decay + term_input;
        if (y_next_pre >= accum_t'(MAX_VAL))
            y_next = MAX_VAL;
        else if (y_next_pre <= accum_t'(MIN_VAL))
            y_next = MIN_VAL;
        else
            y_next = y_next_pre[WIDTH-1:0];
    end
    always_ff @(posedge clk or negedge rst_n) begin
        if (!rst_n) begin
            y_reg <= 16'h0000;
            y_out <= 16'h0000;
        end else begin
            y_reg <= y_next;
            y_out <= y_next;
        end
    end
endmodule
`timescale 1ns / 1ps
module output_decoder#(
    parameter int NUM_NEURONS = 16,
    parameter int WIDTH = 16,
    parameter int FRAC_WIDTH = 8,
    parameter int ADDR_WIDTH = 4,
    parameter logic signed [31:0] THRESHOLD = 32'h0001_0000
)(
    input logic clk,
    input logic rst_n,
    input logic [NUM_NEURONS-1:0] spike_in,
    input logic weight_en,
    input logic [ADDR_WIDTH-1:0] weight_addr,
    input logic signed [WIDTH-1:0] weight_data,
    input logic start,
    output logic done,
    output logic signed [31:0] prediction,
    output logic match
);
    localparam int GUARD_BITS = $clog2(NUM_NEURONS);
    localparam int ACCUM_WIDTH = (2 * WIDTH) + GUARD_BITS;
    logic signed [WIDTH-1:0] lpf_outputs [NUM_NEURONS];
    logic signed [WIDTH-1:0] lpf_snapshot [NUM_NEURONS];
    genvar i;
    generate
        for (i = 0; i < NUM_NEURONS; i++) begin : bank
            lpf_unit #(.WIDTH(WIDTH), .FRAC_WIDTH(FRAC_WIDTH)) lpf_inst (
                .clk(clk), .rst_n(rst_n), .spike_in(spike_in[i]), .y_out(lpf_outputs[i])
            );
        end
    endgenerate
    logic signed [WIDTH-1:0] weights [NUM_NEURONS];
    always_ff @(posedge clk) begin
        if (weight_en)
            weights[weight_addr] <= weight_data;
    end
    typedef enum logic [1:0] {IDLE, COMPUTE, FINISH} out_dec_state_t;
    out_dec_state_t state;
    logic [ADDR_WIDTH-1:0] ptr;
    logic signed [ACCUM_WIDTH-1:0] accum;  
    always_ff @(posedge clk or negedge rst_n) begin
        if (!rst_n) begin
            state <= IDLE;
            prediction <= '0;
            done <= '0;
            match <= '0;
            accum <= '0;
            ptr <= '0;
            for (int idx = 0; idx < NUM_NEURONS; idx++) begin
                lpf_snapshot[idx] <= '0;
            end
        end else begin
            case (state)
                IDLE: begin
                    done <= '0;
                    if (start) begin
                        ptr <= '0;
                        accum <= '0;
                        for (int idx = 0; idx < NUM_NEURONS; idx++) begin
                            lpf_snapshot[idx] <= lpf_outputs[idx];
                        end
                        state <= COMPUTE;
                    end
                end
                COMPUTE: begin
                    accum <= accum + ($signed({1'b0, lpf_snapshot[ptr]}) * weights[ptr]);
                    if (ptr == (ADDR_WIDTH'(NUM_NEURONS - 1)))
                        state <= FINISH;
                    else
                        ptr <= ptr + 1;
                end
                FINISH: begin
                    logic signed [31:0] val_sat;
                    if (accum > 36'sh0_7FFF_FFFF) begin
                        val_sat = 32'sh7FFF_FFFF; 
                    end else if (accum < 36'shF_8000_0000) begin
                        val_sat = 32'sh8000_0000;
                    end else begin
                        val_sat = accum[31:0];
                    end
                    prediction <= val_sat;
                    if ($signed(val_sat) > THRESHOLD)
                        match <= 1'b1;
                    else
                        match <= 1'b0;
                    done <= 1'b1;
                    state <= IDLE;
                end
                default: begin
                    state <= IDLE;
                end
            endcase
        end
    end
endmodule
```

==> impl_metrics.tcl <==
# place-and-route summary
set metrics [dict create \
    final-setup-viol-count 0 \
    gp_congestion 1.00 \
    endpoint_kind "flip-flop" \
    min_period_over_period_pct 60.3 \
    cpMaxStageDelayCell "o21ai_1" \
    hold_viol_final 0 \
    cp.arrival_ps 10400 \
    die_area_um2 108000 \
    required_ps 16880 \
    ys_sh_xor_pct 5.00 \
    run_status "finished clean" \
    netlist_instances 5135 \
    fp_util_pct 50.6 \
    critPathKind "reg2reg" \
    drv_cap 0 \
    worstMarginPinSlew_ps 999 \
    slew_headroom_pct 32.9 \
    globalRoute.totalOverflow 0 \
    area_delta_synth_final_pct 10.9 \
    drt_wl_total_um 136000 \
    grt_max_degree 117 \
    holdWs_ps 486 \
    ys_top_cells_by_count "nand2_1, dfrtp_1, inv_1, ha_1, nor2_1" \
    fillCellCount 8918 \
    warnings 33 \
    htree_levels 3 \
    start_kind "flip-flop" \
    core-area_um2 106000 \
    die_w_um 329 \
    cts-hold-fix-buffers 0 \
    rows 119 \
    yosys_most_used_dff "dfrtp_1" \
    report.final.slew_viol_count 0 \
    port_buffers 73 \
    io_pins 74 \
    edf_count 256 \
    drive_gt1_share_pct 9.56 \
    antenna_found_initial 4 \
    critical_path.max_fanout 32 \
    cts-root-buf "clkbuf_16" \
    syn_area_um2 53500 \
    synth_area_per_cell_um2 10.4 \
    timing.fmax_ghz 0.102 \
    vias 37300 \
    topCellsByArea "dfrtp_1, edfxtp_1, ha_1" \
    clock-sinks 845 \
    cts_resized 0 \
    fin_crit_ps 9820 \
    cts_buffers 94 \
    worstHoldPathType "reg2reg" \
    ys.flops 845 \
    ys_sh_adder_pct 17.9 \
    top_area_cell "dfrtp_1" \
    fin_skew_ps 57.3 \
    ys_cells 5135 \
    cp_slowest_stage_delay_ps 560 \
    grt_pass1_vias 36900 \
    instances_no_fill 6693 \
    path_clk_slew_ps 60 \
    yosysUniqueCellTypes 92 \
    ys_warn_count 5 \
    wl_per_cell_um 20.4 \
    grt.total_usage_pct 27.4 \
    top_logic_kind "adder cells" \
    cts_tree "yes" \
    synth.top_cell.area_share_pct 27.5 \
    place_hpwl_um 101000 \
    async_flop_share_pct 69.7 \
    ys_sh_aoi_pct 11.3 \
    postRouteAntennaNets 0 \
    clock_latency_ps 710 \
    yosysSeqAreaShare_pct 41.9 \
    clock_path_buffers 3 \
    most_common_cell "nand2_1" \
    first_pass_iters 5 \
    cts_setup_buffers 0 \
    drtIter0Drc 2263 \
    crit_path_frequent_cell "fa_1" \
    ys_area_um2 53500 \
    reg.largest.list "lpf_snapshot: 256 flops, weights: 256 flops, bank.lpf_inst.y_out: 192 flops" \
    dp_cells 6519 \
    simple_gate_share_pct 13.0 \
    grt_first_pass_wirelength_um 213000 \
    mux_share_pct 5.86 \
    tns_ps 0 \
    die_h_um 329 \
    viasPerCell 5.57 \
    drc 0 \
    rsz0062_at_grt "no" \
    fin_util_pct 56.1 \
]
## layout make-up
cell class | count | area (µm²) | area share (%)
Tap cell | 1391 | 1740 | 2.93
Multi-Input combinational cell | 3594 | 28500 | 48.1
Timing Repair Buffer | 149 | 1320 | 2.22
Inverter | 540 | 2030 | 3.42
Clock buffer | 139 | 2790 | 4.70
Sequential cell | 845 | 22400 | 37.8
Antenna cell | 1 | 2.50 | 0.00422
Clock inverter | 34 | 488 | 0.822
## per-stage QoR
step	worst slack (ps)	cell area, µm²
2_1_floorplan	6900	53600
3_3_place_gp	6620	56100
3_5_place_dp	6480	56100
4_1_cts	6460	59300
5_1_grt	5870	59300
6_report	6480	59300
## metal layers
layer	part of all wire, %	GRT usage (%)	vias up
met4	2.3	5.07	14
met5	0.23	1.96	-
met2	43	37.5	1016
met3	11	13.3	185
met1	44	42.1	18100
li1	-	-	18000
## placed cells by master, fill, tap and decap left out, types with 16 or more instances in the layout
master	count
clkbuf_1	18
and2_1	34
nand2b_1	92
nor2_1	333
a21o_1	75
a21oi_1	179
nor3_1	66
clkbuf_16	94
nand4_1	48
inv_1	539
fa_1	227
clkdlybuf4s50_1	72
xnor2_1	151
buf_4	75
mux4_2	70
or4_1	24
o211ai_1	31
o21ai_1	19
a22o_1	33
edfxtp_1	256
o21a_1	45
a221oi_1	22
xor2_1	152
nand2_1	592
mux2_2	129
a22oi_1	58
nor2b_1	33
a31oi_1	16
nor4_1	35
nand3_1	90
dfrtp_1	585
ha_1	401
conb_1	16
and3_1	37
or2_2	31
or3_1	27
o21ai_0	284
a211oi_1	19
clkbuf_8	27
## worst paths after layout
check	startpoint	to	slack [ps]	cells past startpoint
max	ptr[3]	accum[34]	6480	31
min	lpf_snapshot[14][14]	lpf_snapshot[14][14]	490	2
max reg2reg	ptr[3]	accum[34]	6480	31
min reg2reg	lpf_snapshot[14][14]	lpf_snapshot[14][14]	490	2
max in group asynchronous	rst_n	bank[2].lpf_inst.y_out[12]	11120	4
min in group asynchronous	rst_n	accum[4]	2510	1
## cells by family after synthesis
logic type | after synthesis
buffers and inverters | 711
and+or+nand+nor | 1501
xor gates and xnor gates | 304
muxes | 210
DFF | 845
adders and majority gates | 628
AOI/OAI and AO/OA | 935
other | 1
## critical path: cells and delay by family (launching register included)
family,cells,cell delay (ps)
flops,1,360
compound gates,8,2860
simple gates,9,2090
fa+ha+maj,7,3440
buf+inv,7,940
